`flow/run.sh`:
```
#!/bin/bash
# OpenROAD 26Q1-2900-gdf79404cd8, Yosys 0.63+post, stock flow scripts
make -C /OpenROAD-flow-scripts/flow DESIGN_CONFIG=/design/flow/config.mk WORK_HOME=/design/flow/orfs finish
```
`flow/design.v`:
```
`timescale 1ns/1ps
module regfile(
    input  wire         clk,
    input  wire         we,
    input  wire [3:0]   rs1,
    input  wire [3:0]   rs2,
    input  wire [3:0]   rd,
    input  wire [31:0]  wdata,
    output wire [31:0]  rdata1,
    output wire [31:0]  rdata2
);
    reg [31:0] rf[0:16-1];
    assign rdata1 = rf[rs1];
    assign rdata2 = rf[rs2];
    always @(posedge clk) begin
        if (we) rf[rd] <= wdata;
    end
endmodule
```
`flow/constraint.sdc`:
```
current_design regfile

set clk_period 7.8
set clk_io_pct 0.2

create_clock -name clk0 -period $clk_period [get_ports {clk}]

set non_clock_inputs [all_inputs -no_clocks]
set_input_delay [expr $clk_period * $clk_io_pct] -clock clk0 $non_clock_inputs
set_output_delay [expr $clk_period * $clk_io_pct] -clock clk0 [all_outputs]
```
`flow/config.mk`:
```
export PLATFORM = sky130hd
export DESIGN_NAME = regfile
export DESIGN_NICKNAME = regfile
export VERILOG_FILES = /design/flow/design.v
export SDC_FILE = /design/flow/constraint.sdc
export NUM_CORES = 4
export LEC_CHECK = 1
export CORE_UTILIZATION = 40
```
==> results.ini <==
[clock_network]
cts_resized=0
cts_tree=done
numCtsBuffers=55
cts.path.max_buffers=3
htreeDepth=2
post_cts_buffers=0
path_clk_slew_ns=0.06
cts-root-buf=clkbuf_16
postCtsHoldBufs=0
cts_sinks=512

[sta]
maxSlewViolCount=0
fin_crit_ns=5.74
worst_pin_slew_ns=0.904
fmax_mhz=174
rsz0062_at_grt=false
tns_ns=0
finalCritPeriodShare=0.736
setup_slack_ns=2.06
finalSetupViolCount=0
slew_headroom=0.397
hold_viol=0
timing.hold.ws_ns=1.85

[setup_path]
crit_path_top_delay_cell=nor2b_4
worstPathRequired_ns=6.24
endpoint_kind=primary output
crit_path_max_incr_delay_ns=0.66
worstSetupStartpointType=input pin
cp_cell_sequence=clkdlybuf4s50_1 -> nor2b_4 -> buf_4 -> a22oi_1 -> nand2_1 -> clkdlybuf4s50_1
crit_family=buffers and inverters
cpMostUsedCell=clkdlybuf4s50_1
cp.arrival_ns=4.18
path_class=input pin to primary output
crit_buf_inv=3
path_max_fanout=19

[placement]
dp_hpwl_um=30800
numPortBuffers=109
gp_congestion=0.806
dp_slack_ns=2.10
dp.cells=1890

[routing]
drc=0
routedWlPerCell_um=29.9
vias=12100
totalWireLength_um=59600
firstDrtPassIters=6
drt_iter0_drc=632
vias_per_cell=6.05
ant_nets=0

[floorplanning]
io_pins=110
coreArea_mm2=0.0565
rows=87
dieWidth_um=241
die_height_um=241
fp_util=0.405
die_area_mm2=0.0582

[layout]
nFillCells=4572
comb_area_mm2=0.00728
regMostFlops=rf
seqCellArea_mm2=0.0154
final_cells=1992
layout-drive-gt1-share=0.317
area_delta_synth_final_pct=16.5
largest_register_ffs=512
reg_top3=rf (512)

[run_status]
status=completed

[global_route]
grt_use_total=0.234
grt_pass1_wl_um=87000
grt_pass1_vias=13600
antenna_found_initial=4
grt_max_degree=71
grt_overflow=0

[yosys]
async_flop_share=0
ys_cells=1077
edf_count=512
avgSynthCellArea_um2=21.3
top_cell_area_share=0.671
top_cells_by_area=edfxtp_1 67%, mux4_2 25%, a22oi_1 4.2%
yosysTopAreaCell=edfxtp_1
yosys_area_mm2=0.0229
synth_area_mm2=0.0229
top_cell=edfxtp_1
yosysSeqAreaShare=0.671
syn_inst=1077
top_cells_by_count=512 x edfxtp_1, 256 x mux4_2, 128 x a22oi_1
synth_warnings=1
yosys_most_used_dff=edfxtp_1
synth-seq-cells=512
synth_cell_type_count=16

[flow_run]
maxCapViolCount=0
warnings=25

[power_and_ir_drop]
leakagePower_uw=0.00829
power.total_uw=6090
peakVddDrop_mv=0.171
powerDensity_mw_per_mm2=228

[min_path]
holdCritPathClass=input pin to flop
min_path_cells=1
hold_start=wdata[29]
min_to=rf[7][29]

-- cells by family (layout without fill, tap and decap cells) --
logic type	after synthesis	in the layout	share of synthesized area
buffers and inverters	86	244	0.0179
AND-OR/OR-AND	128	128	0.0419
flip-flops	512	512	0.671
other	0	1	0
multiplexers	256	256	0.252
AND/OR/NAND/NOR	95	95	0.0173
-- cell usage in the layout (no fill, tap or decap), drive strengths merged, types with 2 or more instances in the layout --
cell and n:
mux4 256, nand2b 2, nor3 4, clkbuf 70, edfxtp 512, a22oi 128
nand3b 2, nand2 65, nor2b 4, clkdlybuf4s50 105, bufinv 3, clkinv 28
and2 2, buf 36, nor2 14
-- routing by layer --
layer | GRT usage | vias to the layer above | routed length (um)
met5 | 0.0126 | - | 146
met4 | 0.0506 | 10 | 1400
met3 | 0.185 | 110 | 10700
met2 | 0.330 | 856 | 28100
met1 | 0.298 | 6081 | 19200
li1 | - | 4993 | -
-- stage by stage --
step / instance area, um2 / util
floorplan: 22900 / -
global placement: 25000 / 0.442
detailed placement: 25000 / 0.442
CTS: 26700 / 0.472
global route: 26700 / 0.472
finish: 26700 / 0.472
-- area by class of cell --
cell class,instances,area share
sequential,512,0.576
multi-input combinational,479,0.273
clock buffer,68,0.0534
timing repair buffer,143,0.0522
tap,756,0.0354
clock inverter,33,0.0101
antenna,1,0.0000938
-- worst max-delay path by stage --
stage	startpoint	to	slack [ns]	cells past startpoint
4_1_cts	rs1[2]	rdata1[9]	2.09	6
5_1_grt	rs2[3]	rdata2[20]	1.95	6
6_report	rs1[2]	rdata1[31]	2.06	6
-- report_power, final --
part | switching (uW) | internal [uW] | total (uW)
sequential | 20.6 | 3090 | 3110
clock | 1050 | 1400 | 2450
combinational | 270 | 266 | 536
total | 1340 | 4750 | 6090
