### run.sh
#!/bin/bash
# OpenROAD 26Q1-2900-gdf79404cd8, Yosys 0.63+post, stock flow scripts
make -C /OpenROAD-flow-scripts/flow DESIGN_CONFIG=/design/flow/config.mk WORK_HOME=/design/flow/orfs finish
### config.mk
export PLATFORM = sky130hd
export DESIGN_NAME = immu
export DESIGN_NICKNAME = immu
export VERILOG_FILES = /design/flow/design.v
export SDC_FILE = /design/flow/constraint.sdc
export NUM_CORES = 4
export LEC_CHECK = 1
export CORE_AREA = 10 10 70 70
export DIE_AREA = 0 0 80 80
### constraint.sdc
current_design immu

set clk_period 1.8
set clk_io_pct 0.2

create_clock -name clk0 -period $clk_period

set non_clock_inputs [all_inputs -no_clocks]
set_input_delay [expr $clk_period * $clk_io_pct] -clock clk0 $non_clock_inputs
set_output_delay [expr $clk_period * $clk_io_pct] -clock clk0 [all_outputs]
### design.v
`timescale 1ns/1ps
module immu(
    input  wire [17:0] imm18,
    output reg  [31:0] immx
);
    wire [1:0] mod  = imm18[17:16];
    wire [15:0] c16 = imm18[15:0];
    always @(*) begin
        case (mod)
            2'b01: immx = {16'h0000, c16};
            2'b10: immx = {c16, 16'h0000};
            default: immx = {{16{c16[15]}}, c16};
        endcase
    end
endmodule
module branch_target(
    input  wire [26:0] off27,
    input  wire [31:0] pc,
    output wire [31:0] target
);
    wire [28:0] byte_off29 = {off27, 2'b00};
    wire [31:0] sext = {{3{byte_off29[28]}}, byte_off29};
    assign target = pc + sext;
endmodule
==> qor.tcl <==
set qor(multi_input_comb_area_um2) 319
set qor(stdcell_count) 155
set qor(ys_chip_area_um2) 322
set qor(buffer_ports.inserted) 50
set qor(timing.slew.headroom_pct) 90.7
set qor(post-synth-top-area-fraction_pct) 25.3
set qor(first_pass_grt_wire_length_mm) 3.11
set qor(core.rowCount) 21
set qor(yosys.stat.seqShare_pct) 0
set qor(worst_setup_path_end_kind) {output pin}
set qor(n_sequential_cell) 0
set qor(yosys.cell_count.top_type) {sky130_fd_sc_hd__nor2b_1}
set qor(grt_resource_usage_total_pct) 5.91
set qor(grt-ovfl-total) 0
set qor(timing.critical_path.mode_cell) {sky130_fd_sc_hd__buf_6}
set qor(core-area_um2) 3420
set qor(power.ir.vdd_worst_v) 0.0000957
set qor(maxClockFrequency_mhz) 552
set qor(worst-endpoint-arrival_ns) 1.45
set qor(drtIter0Drc) 7
set qor(holdPathEnd) {immx[25]}
set qor(ys_cells) 43
set qor(globalplace.congestion) 0.721
set qor(critical-path-slowest-cell) {sky130_fd_sc_hd__ha_4}
set qor(yosys-top-cells-area) {sky130_fd_sc_hd__nor2b_1, sky130_fd_sc_hd__a21o_1, sky130_fd_sc_hd__a21o_2}
set qor(power_density_nw_per_um2) 275
set qor(io_pins) 50
set qor(ant_nets) 0
set qor(timing.final.max_slew_violations) 0
set qor(rsz_0062_raised_after_global_routing) {yes}
set qor(synthDominantAreaCellType) {sky130_fd_sc_hd__nor2b_1}
set qor(drv.max_cap_violation_count) 0
set qor(final_critical_path_setup_slack_ns) -0.0131
set qor(die_width_um) 80
set qor(hold_violation_count_in_the_final_report) 0
set qor(floorplan.die_area_um2) 6400
set qor(critical_path_required_time_ns) 1.44
set qor(layout-area-overhead-vs-synth_pct) 211
set qor(power.static_leakage_uw) 0.000593
set qor(place_hpwl_mm) 1.47
set qor(post-route-drc-count) 0
set qor(critical-path-max-stage-delay_ns) 0.22
set qor(layout-drive-gt1-share_pct) 42.2
set qor(hold_path.class) {in -> out}
set qor(filler_cell_count) 382
set qor(finalHoldWorstSlack_ns) 1.35
set qor(yosys_warnings) 1
set qor(ys_top_cells_by_count) {sky130_fd_sc_hd__nor2b_1, sky130_fd_sc_hd__a21o_1, sky130_fd_sc_hd__a21o_2}
set qor(floorplan.die.height_um) 80
set qor(synth_cell_area_um2) 322
set qor(placed_cells_incl_taps) 141
set qor(synth.distinct_cells) 12
set qor(worst_pin_slew_ns) 0.140
set qor(timing.critical_path.from_type) {input pin}
set qor(setup_failing_eps_final) 1
set qor(synthCells) 43
set qor(worstPathCellList) {buf_8, inv_4, ha_4, and2_4, buf_6, buf_4, buf_6, a21o_1, clkbuf_2}
set qor(layout.clock_buffers) 0
set qor(worstHoldStart) {imm18[15]}
set qor(fp-utilization_pct) 9.41
set qor(period_needed_ns) 1.81
set qor(min_path_cells) 5
set qor(antenna_found_initial) 0
set qor(dr.pass1.iters) 2
set qor(worstSetupPathType) {in -> out}
set qor(first_global_vias) 643
set qor(warnings) 35
set qor(number_of_hold_repair_buffers_added_at_the_cts_stage) 0
set qor(wl_per_cell_um) 13.6
set qor(detail_route.antenna_diodes) 0
set qor(routed_via_density) 3.75
set qor(mean_syn_cell_area_um2) 7.48
set qor(violated_checks) {negative setup slack}
set qor(cp_max_fo) 5
set qor(outcome) {complete, but fails checks}
set qor(layout.area.seq_um2) 0
set qor(grt_start_max_net_pins) 10
set qor(detailroute.via_count) 582
set qor(layout_worst_path_cycle_share_pct) 101
set qor(wl_mm) 2.11
## power breakdown
group | switching (uW) | total [uW] | internal (uW)
sequential | 0 | 0 | 0
clock | 0 | 0 | 0
combinational | 86.3 | 275 | 189
total | 86.3 | 275 | 189
## per-layer routing
metal	wire [um]	track usage (%)	share of wire, %	vias to the layer above
met5	0	0	0	-
met4	0	0	0	0
met3	391	4.66	19	0
met2	633	7.22	30	45
met1	1080	8.24	51	263
li1	-	-	-	274
## through the flow
step	power [uW]	setup WS, ns	utilization, %	area [um2]	TNS [ns]
after floorplan	69.7	0.220	-	322	0
after global placement	260	-0.752	25.9	886	-21.02
after detailed placement	259	-0.760	25.9	886	-21.16
after CTS	265	-0.0816	28.6	978	-0.584
after global routing	304	-0.0475	29.3	1000	-0.134
final	275	-0.0131	29.3	1000	-0.0131
## worst max-delay path: cells and delay by family
family,cells,cell delay [ns]
buffers and inverters,6,0.59
adder cells (fa/ha/maj),1,0.22
AND/OR/NAND/NOR,1,0.15
AND-OR/OR-AND,1,0.15
## kinds of logic (layout without fill, tap and decap cells)
group | after synthesis | count (layout) | share of synthesized area [%]
adder cells (fa/ha/maj) | 2 | 2 | 7.78
buffers and inverters | 6 | 71 | 14.4
AND/OR/NAND/NOR | 19 | 20 | 38.5
AND-OR/OR-AND | 16 | 16 | 39.3
## layout make-up
cell class / count / share of cell area [%]
well taps: 46 / 5.76
inverters: 2 / 1.00
multi-input cells: 38 / 31.9
repair buffers: 69 / 61.3
## how the worst max path moves through the flow
stage	start	end	slack (ns)	cells after the start
global route	imm18[16]	immx[18]	-0.05	9
finish	imm18[16]	immx[18]	-0.01	9
CTS	imm18[16]	immx[14]	-0.08	7
## repair_timing
item / CTS / global route
buffers inserted: 10 / 4
setup endpoints to repair: 32 / 20
pin swaps: 15 / 3
gates cloned: 1 / 1
gates resized: 69 / 26
## cell usage in the layout (no fill, tap or decap), types with 2 or more instances in the layout
cell / synthesis / routed
sky130_fd_sc_hd__buf_2: 1 / 6
sky130_fd_sc_hd__buf_4: 0 / 8
sky130_fd_sc_hd__nor2b_1: 13 / 13
sky130_fd_sc_hd__clkdlybuf4s50_1: 0 / 16
sky130_fd_sc_hd__dlymetal6s2s_1: 0 / 3
sky130_fd_sc_hd__a21o_2: 5 / 5
sky130_fd_sc_hd__clkdlybuf4s15_1: 0 / 5
sky130_fd_sc_hd__dlygate4sd2_1: 0 / 11
sky130_fd_sc_hd__buf_6: 3 / 11
sky130_fd_sc_hd__a21o_1: 10 / 10
sky130_fd_sc_hd__and2b_1: 3 / 3
sky130_fd_sc_hd__ha_4: 0 / 2
sky130_fd_sc_hd__clkbuf_2: 0 / 8
Power and IR drop assume default switching activity.
